--- flow/run.sh ---
#!/bin/bash
# OpenROAD 26Q1-2900-gdf79404cd8, Yosys 0.63+post, stock flow scripts
make -C /OpenROAD-flow-scripts/flow DESIGN_CONFIG=/design/flow/config.mk WORK_HOME=/design/flow/orfs finish
--- flow/config.mk ---
export PLATFORM = sky130hd
export DESIGN_NAME = jumpAddress
export DESIGN_NICKNAME = jumpAddress
export VERILOG_FILES = /design/flow/design.v
export SDC_FILE = /design/flow/constraint.sdc
export NUM_CORES = 4
export LEC_CHECK = 1
export CORE_AREA = 10 10 70 70
export DIE_AREA = 0 0 80 80
--- flow/constraint.sdc ---
current_design jumpAddress

set clk_period 1.0
set clk_io_pct 0.2

create_clock -name clk0 -period $clk_period

set non_clock_inputs [all_inputs -no_clocks]
set_input_delay [expr $clk_period * $clk_io_pct] -clock clk0 $non_clock_inputs
set_output_delay [expr $clk_period * $clk_io_pct] -clock clk0 [all_outputs]
--- flow/design.v ---
module shift_left_2(in, out);
	input [31:0]in;
	output [31:0]out;
	assign out = in << 2;
endmodule
module jumpAddress(in, out, pc4);
  input [25:0] in;
  output reg [31:0] out; 
  input [31:0]pc4;	
  always @(in)
		  begin
			  out = (in << 2) | pc4;  
		  end
endmodule
==> run_results.csv <==
group,metric,value,unit
placement,gp_congestion,0.7533,
global_route,grt_pass1_vias,553,
placement,dp_cells,150,
global_route,gr-usage-met3,3.523,%
flow_run,cap_violations,0,
worst_setup_path,critPathTopFamily,"buffers and inverters",
global_route,use_met1,4.219,%
yosys,synth_area_per_cell,6.491,µm²
final_layout,final_layout_size_suffix_gt1_share,25.00,%
routing,vias_per_cell,3.160,
yosys,ys_cells,32,
worst_setup_path,cp_max_fo,1,
final_layout,seq_cells,0,
placement,numPortBuffers,78,
routing,ant_nets,0,
floorplanning,fp_util,6.081,%
worst_setup_path,cp-end-kind,"primary output",
global_route,grt_most_used_layer,"met2",
sta,fin_crit,0.9559,ns
outcome,status,"finished clean",
pwr,ir_drop,0.06128,mV
floorplanning,die_h,80,µm
global_route,overflow,0,
sta,hold_viol,0,
routing,firstDrtPassIters,1,
routing,num_antenna_cells,0,
routing,post-route-drc-count,0,
sta,slew_headroom,96.51,%
floorplanning,core,3416,µm²
worst_setup_path,cp-start-kind,"input port",
floorplanning,die_x,80,µm
worst_setup_path,slowest_stage,"dlygate4sd2_1",
final_layout,lay_top_count,"dlygate4sd2_1",
sta,setup_viol,0,
placement,place_ws,-0.4499,ns
pwr,leakagePower,0.4022,nW
worst_setup_path,path_cells,"dlygate4sd2_1 > or2_1 > buf_2",
worst_setup_path,path_buffers,2,
yosys,synth.distinct_cells,2,
global_route,grt_max_degree,2,
floorplanning,ios,90,
worst_setup_path,worstPathRequired,0.80,ns
global_route,grt_pass1_wl,2.608,mm
placement,dp_hpwl,1.713,mm
final_layout,clock_buffers,0,
global_route,grt_usage,4.803,%
yosys,netlist_instances,32,
final_layout,area_growth,288.0,%
final_layout,comb_area,162.7,µm²
worst_setup_path,cp.arrival,0.76,ns
flow_run,warnings,32,
sta,timing.final.crit_share,95.59,%
global_route,use_met2,9.069,%
sta,rsz0062_at_grt,"no",
yosys,synth.cell_area,207.7,µm²
yosys,yosysSeqAreaShare,0,%
sta,fmax,1046,MHz
min_path,hold_path_class,"in -> out",
worst_setup_path,path_class,"in -> out",
final_layout,final_cell_count_no_fill,150,
sta,final.setup.tns,0,ns
routing,dr.first_iter.drc_count,0,
routing,routed_wl,1.747,mm
sta,slew_violations,0,
worst_setup_path,cpPeakStageDelay,0.23,ns
floorplanning,dieArea,6400,µm²
final_layout,lay_top_cells,"dlygate4sd2_1 (52), or2_1 (26), buf_2 (26)",
floorplanning,rows,21,
global_route,antenna_found_initial,0,
sta,fin_ws,0.04405,ns
final_layout,ff_latch_area,0,µm²
routing,vias,474,
sta,worst_pin_slew,0.05234,ns
yosys,yosysChipArea,207.7,µm²
sta,hold_ws,0.4000,ns
final_layout,fillCellCount,420,
pwr,pwr_density_cell,245.2,nW/µm²
final_layout,fin_util,23.59,%
yosys,yosysWarnings,1,
routing,wire_per_inst,11.65,µm
==> report_power, final <==
group	internal, mW	switching [mW]
logic	0.159	0.0389
clock network	0	0
registers	0	0
==> routing by layer <==
| layer | vias up | share of wire (%) |
|---|---|---|
| li1 | 234 | - |
| met1 | 200 | 30 |
| met2 | 40 | 52 |
| met3 | 0 | 18 |
| met4 | 0 | 0 |
| met5 | - | 0 |
==> cells in the mapped netlist <==
master,count,area (µm²)
or2_1,26,162.7
buf_4,6,45.04
==> repair_timing <==
action	in CTS	in global routing
hold buffers	0	0
setup endpoints to repair	26	0
buffers inserted	0	0
gates resized	130	0
==> final timing paths <==
check,from,endpoint,slack (ns),cells past startpoint
setup / recovery,in[16],out[18],0.04,3
hold / removal,pc4[0],out[0],0.40,0
==> through the flow <==
step | cell area, µm² | total power, mW
after global placement | 1001 | 0.3263
after detailed placement | 1001 | 0.3304
after floorplan | 207.7 | 0.03777
after CTS | 805.8 | 0.2056
after global routing | 805.8 | 0.2226
final | 805.8 | 0.1976
==> logic make-up after synthesis <==
kind of cell | count (synthesis) | synth area share, %
buffers and inverters | 6 | 21.69
and+or+nand+nor | 26 | 78.32
==> cell type report <==
class	count	share of cell area, %
multi-input cells	26	20.19
well taps	46	7.143
repair buffers	78	72.67
No activity file was given, so power comes from the tool's default toggle rates.
