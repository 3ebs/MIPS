`./config.mk`:
```
export PLATFORM = sky130hd
export DESIGN_NAME = ALU
export DESIGN_NICKNAME = ALU
export VERILOG_FILES = /design/flow/design.v
export SDC_FILE = /design/flow/constraint.sdc
export NUM_CORES = 4
export LEC_CHECK = 1
export CORE_UTILIZATION = 50
```
`./constraint.sdc`:
```
current_design ALU

set clk_period 21.8
set clk_io_pct 0.2

create_clock -name clk0 -period $clk_period

set non_clock_inputs [all_inputs -no_clocks]
set_input_delay [expr $clk_period * $clk_io_pct] -clock clk0 $non_clock_inputs
set_output_delay [expr $clk_period * $clk_io_pct] -clock clk0 [all_outputs]
```
`./design.v`:
```
module ALU (opA , opB ,shamt,alu_control_signal , out ,zero );
input [31:0] opA;
input [31:0] opB;
input [4:0] shamt;
input [2:0] alu_control_signal;
output reg [31:0] out;
output reg zero;
reg carry;
parameter ADD 	= 3'b000;
parameter SUB 	= 3'b001;
parameter SLL 	= 3'b010;
parameter NOR  	= 3'b011;
parameter AND  	= 3'b100;
parameter SLT  	= 3'b101;
parameter dontcare = 3'bxxx;
always @(*)
begin
case(alu_control_signal)
	ADD: begin 
			{carry,out}<=  opA + opB ;
			zero<= ( out == 0 ) ? 1 : 0;
		end
	SUB: begin 
			out <= opA - opB;
			zero<= ( out == 0 ) ? 1 : 0;
		end	
	SLL : begin 
			out<= opB <<shamt;
			zero<= ( out == 0 ) ? 1 : 0;
		 end
	NOR  :
		begin
			out <= !(opA | opB ) ;
			zero<= ( out == 0 ) ? 1 : 0;
		end
	AND :begin 
			out <=  opA & opB ;
			zero<= ( out == 0 ) ? 1 : 0;
		end
	SLT :
			begin 			
				out <=  (opA<opB)? 1 : 0 ;
				zero <= ( out == 0 ) ? 1 : 0;
			end
	dontcare : 
				begin
				 out <= 0 ;
					zero <= 0 ;
				end
	endcase
end
endmodule
```
`./run.sh`:
```
#!/bin/bash
# OpenROAD 26Q1-2900-gdf79404cd8, Yosys 0.63+post, stock flow scripts
make -C /OpenROAD-flow-scripts/flow DESIGN_CONFIG=/design/flow/config.mk WORK_HOME=/design/flow/orfs finish
```
==> run notes <==
run results: CTS Hold Bufs=0, Final Max Tran Viols=0, DRT Pass-1 Iters=7, share of cells above drive strength 1=0.0680, Mapped Avg Cell Area=roughly 6.9 um^2, Via-to-Cell Ratio=6.67, peak supply drop=0.0158 mV, largest net degree at the start of global routing=55, Total GRT Usage=0.401, Die X=119 um, final setup violation count=0, status=finished, final reports clean, fin crit period=13.45 ns, crit path DAT=9.09 ns, I/O pin total=105, Routed Wire Length=27,900 um, Flop Count=0, critical-path maximum fanout=9, min-delay src=opA[31], unrepaired setup endpoints after global routing=no, Final GP Congestion=roughly 1.1, first-pass GRT wire length=between 40,000 and 50,000 um, initial antenna violation count=0, Die Height=about 120 um, I/O Buffers=around 110, area growth from synthesis to layout=15.8%, largest stage delay on the critical path=0.72 ns, # diodes=0, WHS Path Cells=4, Setup Buffers After CTS=0, yosys warns=1, Congestion Overflow GR=0, Util after Layout=0.594, chip footprint=14,000 um^2, HP Class=input port to output port, # Cells Yosys=978, Synth area leaders=ha_1 (19%), a21oi_1 (6.0%), mux4_2 (6.0%), most frequent cell after synthesis=ha_1, drt wl/cell=23.2 um, Rows=approximately 42, cell area after synthesis=6790 um^2, Worst slew margin=0.459, fmax=74.4 MHz, Synth Instances=978, Post-DRT Antenna Nets=0, top cells by count, synth=ha_1 (104), inv_1 (95), a21oi_1 (81), post-synth top area cell=ha_1, Final TNS setup=0 ns, Worst Setup Path Type=input port to output port, register area=0 um^2, worst slew pin tran=about 0.80 ns, cts repair resizes=0, Vias=8,033, post-synthesis sequential area ratio=0, core box area=between 10,000 and 15,000 um^2, Synth top area share=0.192, final worst path period share=0.617, Max Cap Viol=0, Filler cells=1,286, CP Capture Type=output port, CP Cell Sequence=clkdlybuf4s50_1 > inv_1 > ha_1 > or4_4 > or4_1 > a21oi_2 > nor3b_1 > o21ai_1 > xnor2_1 > o21ai_0 > or4_1 > nor4b_2 > nand4_1 > nor3_2 > clkdlybuf4s50_1, synth unique cells=~83, slowest CP cell=clkdlybuf4s50_1, Hold Fails Final Rpt=0, stage-log warning count=105, clock buffers=0, Pwr per Cell Area=between 20 and 30 nW/um^2, Critical Path RT=17.44 ns, DRC Markers=0, LEAKAGE=3.36 nW, total power after layout=0.212 mW, worst-case hold path end point=out[0], vias in the first global route=7,291, DRT iter0 DRCs=between 1,000 and 1,500, Startpoint Class=input port, Pre-Place Util=0.513, HPWL after DPL=~23,000 um, synthesis area per yosys=roughly 6800 um^2
-- worst max path at each step --
| stage | end | slack [ns] | startpoint | cells after the start |
|---|---|---|---|---|
| finish | zero | 8.35 | opB[12] | 15 |
| global route | zero | 8.07 | opB[1] | 15 |
| CTS | zero | 8.38 | opB[12] | 15 |
-- through the flow --
step                std cells  cell area [um^2]  worst slack [ns]  hold WS [ns]
finish                   1205              7860              8.35          9.99
global route             1205              7860              8.07         10.01
CTS                      1205              7860              8.38          9.96
detailed placement       1205              7860              8.39          9.96
global placement         1205              7860              8.34          9.96
floorplan                 978              6790             10.20          8.78
-- area by class of cell --
| class | count | area [um^2] | area share |
|---|---|---|---|
| inverter | 100 | 375 | 0.0477 |
| timing repair buffer | 116 | 1120 | 0.142 |
| tap | 176 | 220 | 0.0280 |
| multi-input combinational | 813 | 6150 | 0.782 |
-- routing by layer --
metal | share of wire | vias to the layer above | GRT usage | wire, um
met4 | 0.039 | 0 | 0.127 | 1080
met1 | 0.43 | 3696 | 0.584 | 11900
met3 | 0.13 | 78 | 0.119 | 3500
li1 | - | 3740 | - | -
met5 | 0 | - | 0 | 0
met2 | 0.41 | 519 | 0.567 | 11400
-- cell families after synthesis --
group / Yosys count / share of synthesized area
buffers and inverters: 165 / 0.0958
adder cells (fa/ha/maj): 106 / 0.198
AND-OR/OR-AND: 339 / 0.339
XOR/XNOR: 23 / 0.0297
multiplexers: 68 / 0.136
AND/OR/NAND/NOR: 277 / 0.201
-- critical path: cells and delay by family --
kind | cells | cell delay [ns]
AND-OR/OR-AND | 3 | 0.45
XOR/XNOR | 1 | 0.16
buffers and inverters | 3 | 1.31
AND/OR/NAND/NOR | 7 | 2.38
adder cells (fa/ha/maj) | 1 | 0.43
-- report_power, final --
part,internal (mW),switching [mW]
Combinational,0.0872,0.125
Clock,0,0
Sequential,0,0
-- cells in the final DEF (no fill, tap or decap), types with 14 or more instances in the layout --
| cell type | synthesis | layout |
|---|---|---|
| ha_1 | 104 | 104 |
| clkdlybuf4s50_1 | 0 | 102 |
| inv_1 | 95 | 95 |
| a21oi_1 | 81 | 81 |
| nand2_1 | 78 | 78 |
| nor2_1 | 76 | 75 |
| o21ai_0 | 61 | 61 |
| mux2i_1 | 34 | 34 |
| nand3_1 | 22 | 22 |
| xnor2_1 | 20 | 20 |
| nand4_1 | 19 | 19 |
| a211oi_1 | 18 | 18 |
| mux4_2 | 18 | 18 |
| nor3_1 | 17 | 17 |
| mux2_2 | 16 | 16 |
| o211ai_1 | 15 | 15 |
| a21o_1 | 14 | 14 |
Power figures rest on the tool's default switching activity, not on a simulated workload.
